### /design/flow/design.v
module pipo_reg #(parameter width = 8)(
    input wire clk,
    input wire load,  
    input wire [(width - 1):0]data_in,  
    input wire reset,
    output reg [(width - 1):0]data_out  
);
always @ (posedge clk or posedge reset) begin
    if(reset) begin
      data_out <= {width{1'b0}};  
    end
    else if(load) begin
      data_out <= data_in;
    end
end
endmodule
### /design/flow/constraint.sdc
current_design pipo_reg

set clk_period 1.5
set clk_io_pct 0.2

create_clock -name clk0 -period $clk_period [get_ports {clk}]

set non_clock_inputs [all_inputs -no_clocks]
set_input_delay [expr $clk_period * $clk_io_pct] -clock clk0 $non_clock_inputs
set_output_delay [expr $clk_period * $clk_io_pct] -clock clk0 [all_outputs]
### /design/flow/run.sh
#!/bin/bash
# OpenROAD 26Q1-2900-gdf79404cd8, Yosys 0.63+post, stock flow scripts
make -C /OpenROAD-flow-scripts/flow DESIGN_CONFIG=/design/flow/config.mk WORK_HOME=/design/flow/orfs finish
### /design/flow/config.mk
export PLATFORM = sky130hd
export DESIGN_NAME = pipo_reg
export DESIGN_NICKNAME = pipo_reg
export VERILOG_FILES = /design/flow/design.v
export SDC_FILE = /design/flow/constraint.sdc
export NUM_CORES = 4
export LEC_CHECK = 1
export CORE_AREA = 10 10 70 70
export DIE_AREA = 0 0 80 80
==> qor.txt <==
status: complete, no violations
Reg with most FFs: data_out
Setup Buffers After CTS: 0
Crit Path Max Fanout: 2
Synth Warn #: 1
share of layout cells above drive strength 1: 30.8%
clock latency (worst-skew pair): 0.24 ns
fin crit share: 91.6%
vias in the first global route: 239
Worst Path Buf+Inv: 1
Post-Syn Area: 335 um2
final RePlAce weighted congestion: 0.708
max-capacitance violation count: 0
Ports: 19
P_leak: 0.258 nW
DIE HEIGHT: 80 um
clk slew on worst S/H paths: 0.05 ns
full die area: 6400 um2
Top delay family on crit path: buffers and inverters
post-cts hold buffer count: 0
WS Path Type: register to output port
tool warning count: 25
Slew @ Worst Pin: 0.291 ns
cts bufs inserted: 3
# diodes: 0
initial antenna violation count: 0
critical path startpoint category: register
M1 wire length: 321 um
nature of the critical path endpoint: output port
drt wl/cell: 10.0 um
RSZ-0062 raised after global routing: no
post-route ant nets: 0
top flop regs: data_out x8
Detailed Route WL: 853 um
HP Class: primary input to asynchronous set/reset pin
Largest register FFs: 8
Yosys reg bits: 8
drt initial violations: 8
vias per cell: 2.56
post-synth area from yosys stat: 335 um2
CTS tree: built
Mapped Cells: 18
Yosys cell types: 4
Residual DRC: 0
IO buf count: 18
Sink Count: 8
critical path's slowest cell: clkdlybuf4s50_1
final hold viol count: 0
WL met2: 419 um
final setup vio count: 0
FP Util: 9.82%
Cell Chain, Critical Path: clkdlybuf4s50_1
Fmax achieved: 728 MHz
sequential fraction of the synthesis area: 59.7%
gr usage total: 2.70%
Yosys Instances: 18
PostCTS Resize Cnt: 0
Peak VDD IR: 0.000159 V
Clock Skew: 0 ns
metal3 WL: 70 um
Critical Path RT: 1.20 ns
Area Growth Syn to Fin: 80.2%
H-tree levels: 1
fin crit period: 1.37 ns
pin count of the biggest net entering global routing: 9
vias: 218
worst relative slew slack: 80.6%
gr ovfl total: 0
die width: 80 um
setup_tns: 0 ns
first-pass GRT wire length: 1360 um
post-layout util: 17.7%
pwr dens: 856 nW/um2
Core ar.: 3420 um2
max-slew violations: 0
clock root buffer: clkbuf_4
Synth Area per Inst: 18.6 um2
worst endpoint data arrival time: 1.07 ns
crit-path max cell delay: 0.49 ns
Cell Rows: 21
top sig layer: met4
drt pass-1 iters: 2
Clock Path Buffers: 2
==> routing by layer <==
layer	up-vias	track usage (%)
met3	2	0.795
met5	-	0
li1	106	-
met4	0	1.58
met1	101	3.18
met2	9	4.25
==> worst paths after layout <==
path / startpoint / endpoint / slack, ns / cells after the start
worst max-delay path: data_out[3] / data_out[3] / 0.13 / 1
worst min-delay path: reset / data_out[4] / 0.30 / 2
worst max register to register: data_out[5] / data_out[5] / 0.73 / 1
worst min register to register: data_out[0] / data_out[0] / 0.51 / 1
max in group asynchronous: reset / data_out[3] / 0.97 / 2
min in group clk0: data_out[0] / data_out[0] / 0.51 / 1
==> layout by cell type, fill, tap and decap left out <==
master,instances
clkdlybuf4s50_1,18
mux2_4,8
dfrtp_1,8
clkbuf_4,3
inv_1,1
buf_12,1
==> synth_stat cells (all sizes together) <==
cell type  number  share of area, %
dfrtp           8                60
mux2            8                36
buf             1               3.4
inv             1               1.1
==> where the power goes <==
group,internal (mW),switching [mW]
Combinational,0.0938,0.0219
Sequential,0.238,0.0129
Clock,0.0907,0.0601
==> kinds of logic after synthesis <==
kind of cell,count (synthesis),share of synthesized area (%)
muxes,8,35.8
buffers and inverters,2,4.48
DFF,8,59.7
==> metrics by stage <==
step / area (um2) / cells / hold WS [ns] / setup WS (ns) / total power, mW
after global placement: 582 / 82 / 0.503 / 0.132 / 0.372
after detailed placement: 582 / 82 / 0.505 / 0.122 / 0.373
after global routing: 604 / 85 / 0.359 / 0.0616 / 0.549
after floorplan: 335 / 18 / 0.116 / 0.658 / 0.291
after CTS: 604 / 85 / 0.312 / 0.101 / 0.530
final: 604 / 85 / 0.304 / 0.126 / 0.517
==> layout make-up <==
type | count | area, um2
repair buffers | 19 | 200
clock buffers | 3 | 22.5
well taps | 46 | 57.6
multi-input cells | 8 | 120
flip-flops and latches | 8 | 200
inverters | 1 | 3.75
fillers | 385 | 2810
Power figures rest on the tool's default switching activity, not on a simulated workload.
